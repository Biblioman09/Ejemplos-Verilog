===== flow/design.v =====
module Led5_top(
	input nrst,
	input clk,
	output reg [4:0]led
	);
	reg clk2;
	reg [31:0] counter;	
	reg [7:0] i=0;	
	always@(posedge clk, negedge nrst) begin
		if(!nrst) begin
			counter <= 0;
			clk2 <= 0;
		end
	  else if (counter == 12500000) begin
			counter <= 0;
			clk2 <= ~clk2;
		end
		else
			counter <= counter + 32'd1;
	end
	always@(posedge clk2, negedge nrst) begin
		if(!nrst) begin
			led = 5'd0;
			i<=0;
			end
		else
			case (i)
		      0:	begin led = 5'b00001;i<=i+1; end
				1:	begin led = 5'b00010;i<=i+1; end
				2:	begin led = 5'b00100;i<=i+1; end
				3:	begin led = 5'b01000;i<=i+1; end
				4:	begin led = 5'b10000;i<=0; end
			endcase	 	
	end
endmodule

===== flow/run.sh =====
#!/bin/bash
# OpenROAD 26Q1-2900-gdf79404cd8, Yosys 0.63+post, stock flow scripts
make -C /OpenROAD-flow-scripts/flow DESIGN_CONFIG=/design/flow/config.mk WORK_HOME=/design/flow/orfs finish

===== flow/config.mk =====
export PLATFORM = sky130hd
export DESIGN_NAME = Led5_top
export DESIGN_NICKNAME = Led5_top
export VERILOG_FILES = /design/flow/design.v
export SDC_FILE = /design/flow/constraint.sdc
export NUM_CORES = 4
export LEC_CHECK = 1
export CORE_UTILIZATION = 50

===== flow/constraint.sdc =====
current_design Led5_top

set clk_period 3.7
set clk_io_pct 0.2

create_clock -name clk0 -period $clk_period [get_ports {clk}]

set non_clock_inputs [all_inputs -no_clocks]
set_input_delay [expr $clk_period * $clk_io_pct] -clock clk0 $non_clock_inputs
set_output_delay [expr $clk_period * $clk_io_pct] -clock clk0 [all_outputs]

==> impl_results.rst <==
Run summary
-----------

.. list-table::
   :header-rows: 1

   * - Metric
     - Value
   * - Hold-fix buffers, CTS
     - 0
   * - Total setup buffers inserted after CTS
     - 0
   * - Final WS setup
     - 1.61 ns
   * - Number of instances in the synthesized netlist
     - 214
   * - Top-area cell share
     - 50.0%
   * - Filler instances
     - 356
   * - Netlist area before placement
     - 0.00230 sq mm
   * - Critical Path Slowest Stage Cell
     - sky130_fd_sc_hd__nor4_1
   * - Number of warning messages in the logs
     - 29
   * - Number of enable flip-flop cells
     - 0
   * - Fmax
     - 478 MHz
   * - Largest cells by area after synthesis
     - sky130_fd_sc_hd__dfrtp_1 (50%), sky130_fd_sc_hd__xnor2_1 (6.5%), sky130_fd_sc_hd__ha_1 (3.3%)
   * - Buffer-and-inverter tally for the worst setup path
     - 0
   * - Detailed router's first-iteration violation count
     - between 90 and 100
   * - Area of the multi-input gates
     - approximately 0.0011 sq mm
   * - Total inserted antenna cells
     - 0
   * - Number of antenna violations at the first check in global routing
     - 0
   * - Count of max-cap constraint violations
     - 0
   * - Worst slew pin tran
     - 0.934 ns
   * - Final Routed Wirelength
     - 4.24 mm
   * - Via count of the first global-routing pass
     - about 1500
   * - Via density per instance
     - approximately 5.8
   * - Type of element launching the critical path
     - flip-flop
   * - Detail-routed net length per standard cell
     - 15.7 um
   * - Stage delay of the slowest cell on the critical path
     - 0.87 ns
   * - Remaining routing DRC violations
     - 0
   * - Async SR Flop Fraction
     - roughly 100%
   * - Status
     - complete, no violations
   * - Logic depth of the worst register-to-register path
     - 4
   * - Static Leakage
     - 1.04 nW
   * - Yosys stat chip area
     - around 0.0023 sq mm
   * - Crit. End Element
     - flip-flop
   * - Count of unclocked register or latch pins
     - 13
   * - Endpoints left unconstrained
     - 18
   * - Pwr/cell area
     - 257 mW/mm^2
   * - Chip width
     - 69.9 um
   * - Wire length of the first global-routing pass
     - 7.36 mm
   * - Crit-path cells
     - nand4_1, nor4_1, nand3_1, xnor2_1
   * - Synth unique cells
     - 46
   * - Core region area
     - between 0.004 and 0.005 sq mm
   * - Cell type contributing the most total cell area after synthesis
     - sky130_fd_sc_hd__dfrtp_1
   * - Flip-flop cell with the highest count after synthesis
     - sky130_fd_sc_hd__dfrtp_1
   * - Worst-path clk slew
     - about 0.06 ns
   * - Final Hold Violating Endpoints
     - 0
   * - Clock tree from TritonCTS
     - done
   * - Library cell used as clock root buffer
     - sky130_fd_sc_hd__clkbuf_8
   * - Most used standard cell by instance count after synthesis
     - sky130_fd_sc_hd__dfrtp_1
   * - Largest fanout on the critical path
     - 6
   * - Total clock buffers created by CTS
     - 5
   * - Number of buffers on the longest clock path
     - 2
   * - CTS HTree Levels
     - 2
   * - Largest voltage drop on the vdd net
     - approximately 170 uV
   * - Post-synth regs
     - 46
   * - TNS Setup
     - 0 ns
   * - Final ANT Viol Nets
     - 0
   * - Worst slack at placement
     - 1.65 ns
   * - Global Route Usage Sum
     - 19.4%
   * - Chip Height
     - 69.9 um
   * - Flop-to-flop setup slack
     - between 1.5 and 2 ns
   * - Data required time at the worst endpoint
     - 3.86 ns
   * - Routability-driven placement congestion ratio
     - ~0.86
   * - Worst Path Class, Setup
     - reg -> reg
   * - Max-slew headroom at the worst pin
     - 37.1%
   * - I/O Pins
     - 7
   * - Share of cells above drive strength 1
     - 14.2%
   * - Family of cells with the greatest summed delay on the critical path
     - simple AND/OR/NAND/NOR gates
   * - Number of pins with negative max-slew slack in the final report
     - 0
   * - Clock latency on the worst-skew pair
     - roughly 0.27 ns
   * - Pin count of the biggest net entering global routing
     - 33
   * - Die Size
     - 0.00488 sq mm
   * - Type of the worst min-delay path
     - in -> async
   * - Shortest clock period the worst path allows after layout
     - 2.09 ns
   * - Number of search-and-repair iterations in the first detailed-routing pass
     - 4
   * - Post-CTS sizing
     - 0
   * - Source of the critical timing path
     - counter[17]$_DFF_PN0_
   * - Total vias in the final route
     - 1570
   * - Most used standard cells in the synthesized netlist
     - sky130_fd_sc_hd__dfrtp_1 (46), sky130_fd_sc_hd__xnor2_1 (17), sky130_fd_sc_hd__nand2_1 (13), sky130_fd_sc_hd__nand3_1 (13), sky130_fd_sc_hd__nand4_1 (9)
   * - Area added between synthesis and finish
     - 6.96%
   * - IO Port Bufs
     - 6
   * - Number of standard cells reported by yosys
     - between 200 and 250
   * - Unrepaired setup endpoints after global routing
     - false
   * - Number of endpoints failing setup at the final stage
     - 0
   * - Origin of the critical flop-to-flop path
     - counter[17]$_DFF_PN0_
   * - Seq/Total Area, Yosys
     - 50.0%
   * - Seq. cell area
     - 0.00115 sq mm
   * - Detailed Place HPWL
     - 3.22 mm
   * - Crit path arrival time
     - 2.25 ns
   * - Syn. warnings
     - 1
   * - Endpoint of the worst register-to-register path
     - counter[31]$_DFF_PN0_
   * - Layout Skew
     - 0.00596 ns
   * - Overflow left after global routing
     - 0
   * - Post-Syn Area per Cell
     - approximately 11 sq um
   * - Post-layout period usage
     - 56.5%
   * - Number of cell rows
     - 24
   * - Fp_density
     - between 50% and 60%
-- cell usage in the layout, fill, tap and decap left out, drive strengths merged, types with 4 or more instances in the layout --
master | synthesis | routed
nor4b | 4 | 4
and4 | 4 | 4
nor3 | 7 | 7
clkdlybuf4s50 | 0 | 5
nor4 | 8 | 8
nor2 | 14 | 14
clkbuf | 8 | 7
inv | 7 | 7
xnor2 | 17 | 17
a21oi | 8 | 8
or4 | 4 | 4
xor2 | 6 | 6
dfrtp | 46 | 46
or3 | 5 | 5
nand4 | 10 | 10
nand3 | 13 | 13
nand2 | 13 | 13
ha | 6 | 6
o21ai | 5 | 5
-- sequential cells by signal (all words and copies together), names as in the netlist --
name	cells
counter	32
i	8
led	5
clk2	1
-- power by group --
part | internal [W] | switching (W)
logic | 0.00000106 | 0.00000924
registers | 0.000361 | 0
clock network | 0.000147 | 0.000115
total | 0.000509 | 0.000124
-- logic make-up (layout without fill, tap and decap cells) --
family | after synthesis | in the layout | share of synthesized area (%)
and+or+nand+nor | 95 | 95 | 25.8
DFF | 46 | 46 | 50.0
AOI/OAI and AO/OA | 23 | 23 | 7.01
xor gates and xnor gates | 23 | 23 | 8.75
buffers and inverters | 18 | 22 | 3.80
adders and majority gates | 6 | 6 | 3.26
muxes | 3 | 3 | 1.41
-- worst max path at each step --
stage     slack, ns               endpoint  cells past startpoint
4_1_cts        1.64  counter[31]$_DFF_PN0_                      4
5_1_grt        1.45  counter[31]$_DFF_PN0_                      4
6_report       1.61  counter[31]$_DFF_PN0_                      4
-- per-stage QoR --
stage                     hold WS [ns]  std cells  instance area [sq um]  utilization (%)  power, W
after detailed placement         0.489        263                   2380             54.2  0.000379
after global placement           0.479        263                   2380             54.2  0.000378
after global routing             0.365        270                   2460             56.2  0.000662
after CTS                        0.358        270                   2460             56.2  0.000646
final                            0.355        270                   2460             56.2  0.000634
after floorplan                  0.444        214                   2300                -  0.000367
-- final cells by class --
cell class	count	area share (%)
clock buffer	7	3.51
inverter	7	1.07
multi-input combinational	150	43.2
sequential	46	46.7
tap	52	2.64
timing repair buffer	8	2.85
-- routing by layer --
metal / vias to the layer above / routed length [um] / global-route usage, % / part of all wire (%)
li1: 775 / - / - / -
met2: 21 / 1840 / 26.7 / 44
met3: 2 / 151 / 3.36 / 3.6
met4: 0 / 19 / 2.00 / 0.45
met1: 772 / 2220 / 35.5 / 52
met5: - / 0 / 0 / 0
No activity file was given, so power comes from the tool's default toggle rates.
